File: flow/design.v
parameter NINSTR_BITS = 32;
parameter NBITS_TOP = 8, NREGS_TOP = 32;
module top(input  logic clk_2,
           input  logic [NBITS_TOP-1:0] SWI,
           output logic [NBITS_TOP-1:0] LED,
           output logic [NBITS_TOP-1:0] SEG,
           output logic [NINSTR_BITS-1:0] lcd_instruction,
           output logic [NBITS_TOP-1:0] lcd_registrador [0:NREGS_TOP-1],
           output logic [NBITS_TOP-1:0] lcd_pc, lcd_SrcA, lcd_SrcB,
             lcd_ALUResult, lcd_Result, lcd_WriteData, lcd_ReadData, 
           output logic lcd_MemWrite, lcd_Branch, lcd_MemtoReg, lcd_RegWrite);
  enum logic [1:0] {
    ANDAR_A, ANDAR_B, SUBINDO, DESCENDO
  } estado;
  logic reset, pessoa;
  logic andar = 0, porta = 0;
  logic [1:0] num_pessoas = 0, espera = 0;
  logic clock;
  logic [2:0] clock_count = 0;
  always_comb clock = clock_count[2];
  always_ff @(posedge clk_2) clock_count++;
  always_comb begin
    pessoa = SWI[0];
    reset = SWI[7];
  end
  always_ff @(posedge clock or posedge reset) begin
    if (reset) begin
      porta <= 0;
      andar <= 0;
      espera <= 0;
      num_pessoas <= 0;
      estado <= ANDAR_A;
    end
    else begin
      unique case(estado)
        ANDAR_A: begin
          andar <= ANDAR_A;
          porta <= 0;
          if (pessoa && num_pessoas < 2) begin
            porta <= 1;
            espera <= 0;
            num_pessoas <= num_pessoas + 1;
          end
          if (num_pessoas > 0) espera <= espera + 1;
          if (num_pessoas == 2 || (num_pessoas == 1 && espera == 2) ) begin
            espera <= 0;
            estado <= SUBINDO; 
          end
        end
        SUBINDO: begin
          espera <= espera + 1;
          porta <= 0;
          if (espera >= 2) begin
            espera <= 0;
            estado <= ANDAR_B;
          end
        end
        ANDAR_B: begin
          espera <= espera + 1;
          porta <= 1;
          if (espera == num_pessoas) begin
            espera <= 0;
            num_pessoas <= 0;
            estado <= DESCENDO;
          end
        end
        DESCENDO: begin
          espera <= espera + 1;
          porta <= 0;
          if (espera == 2) begin
            espera <= 0;
            estado <= ANDAR_A;
          end
        end
      endcase
    end
  end
  always_comb begin
    LED[0] = andar;
    LED[1] = porta;
    SEG[7] = clock;
  end
endmodule
File: flow/run.sh
#!/bin/bash
# OpenROAD 26Q1-2900-gdf79404cd8, Yosys 0.63+post, stock flow scripts
make -C /OpenROAD-flow-scripts/flow DESIGN_CONFIG=/design/flow/config.mk WORK_HOME=/design/flow/orfs finish
File: flow/config.mk
export PLATFORM = sky130hd
export DESIGN_NAME = top
export DESIGN_NICKNAME = top
export VERILOG_FILES = /design/flow/design.v
export SDC_FILE = /design/flow/constraint.sdc
export NUM_CORES = 4
export LEC_CHECK = 1
export CORE_AREA = 10 10 150 150
export DIE_AREA = 0 0 160 160
export SYNTH_HDL_FRONTEND = slang
File: flow/constraint.sdc
current_design top

set clk_period 1.0
set clk_io_pct 0.2

create_clock -name clk0 -period $clk_period [get_ports {clk_2}]

set non_clock_inputs [all_inputs -no_clocks]
set_input_delay [expr $clk_period * $clk_io_pct] -clock clk0 $non_clock_inputs
set_output_delay [expr $clk_period * $clk_io_pct] -clock clk0 [all_outputs]
==> ci_impl_report.md <==
## PnR job results

| Metric | Value |
|---|---|
| Combined flip-flop and latch cell area | `287 um^2` |
| Count of unclocked register or latch pins | `9` |
| TritonCTS clock tree | `yes` |
| Switching Fraction | `25.3%` |
| Most frequent cells in the layout | `362 x conb_1, 9 x inv_1, 8 x ha_1, 8 x dfrtp_1, 6 x nand2_1` |
| Instance tally after logic synthesis | `427` |
| Part of the power in registers | `13.8%` |
| Initial antenna violation count | `0` |
| Antenna diode count | `0` |
| Multi-input logic area | `1650 um^2` |
| Number of max-cap violations | `0` |
| Internal power contribution | `0.654 mW` |
| Final Slew Violations | `0` |
| EDFF count, synth | `0` |
| Via count of the first global-routing pass | `1,693` |
| Area overhead of the layout relative to synthesis | `-27.5%` |
| Core region area | `19,400 um^2` |
| Arrival time of the worst setup path | `0.75 ns` |
| Minimum clock period after layout | `0.948 ns` |
| PwrDens | `360 nW/um^2` |
| Fin cells | `698` |
| Logic gate share of total power | `13.9%` |
| Chip Area | `25,600 um^2` |
| Worst-case clock skew | `0.00112 ns` |
| Synthesis area per yosys | `3350 um^2` |
| Number of fillers in the final layout | `2,240` |
| Die Height | `160 um` |
| Wire length of the first global-routing pass | `8.56 mm` |
| Critical Path Max Stage Delay | `0.29 ns` |
| Cell total in the yosys stat output | `427` |
| Count of cell instances traversed by the critical path | `1` |
| Total Wirelength | `6.10 mm` |
| Count of standard-cell rows | `51` |
| Syn_area_per_cell | `7.85 um^2` |
| Layout cell share with drive strength beyond 1 | `1.15%` |
| Worst-skew pair later-pin latency | `0.22 ns` |
| Vias per cell | `1.93` |
| RSZ-0062 raised after global routing | `false` |
| Top-level port count | `373` |
| Count of warning messages emitted by the tools | `36` |
| Number of nets still failing antenna checks after routing | `0` |
| Count of endpoints without a timing constraint | `10` |
| Largest driver fanout on the critical path | `2` |
| Number of design-rule violations left by the first detailed-router iteration | `29` |
| Switching power total | `0.221 mW` |
| Count of cells along the worst hold path | `1` |
| Number of buffers inserted during clock tree synthesis | `3` |
| Top delay family on crit path | `flip-flops` |
| WS Path Type | `reg -> out` |
| Total negative slack for setup checks | `0 ns` |
| Worst-case clock buffer depth | `2` |
| Kind of launch point of the worst setup path | `register` |
| Critical path cell sequence | `dlygate4sd2_1` |
| Routed wire per std cell | `8.74 um` |
| Total design power | `0.875 mW` |
| Placed wire-length estimate after detailed placement | `5.86 mm` |
| Worst reg2reg path depth | `2` |
| Count of placed standard cells including taps | `694` |
| Die boundary width | `160 um` |
| Proportion of synthesized flip-flops having asynchronous set or reset | `75.0%` |
| Mapped Area | `3350 um^2` |
| Nature of the critical path endpoint | `output pin` |
| H-tree Lvls | `1` |
| Number of flip-flops and latches in the synthesized netlist | `12` |
| Worst path buffer plus inverter count | `1` |
| Final Hold Viols | `0` |
| Distinct lib cells | `26` |
| Starting density of the core | `17.3%` |
| Tally of yosys warning messages | `361` |
| Clock power frac | `72.3%` |
| Setup violation total in the final timing report | `0` |
| Congestion Overflow GR | `0` |
| Detailed Routing Iterations Pass 1 | `4` |
| Worst EP required | `0.80 ns` |
| RePlAce Congestion | `0.797` |
| IR Drop Worst-Case VDD | `394 uV` |
| Post-detailed-route DRC marker count | `0` |
| Seq/Total Area, Yosys | `8.55%` |
| Highest clock rate | `1.06 GHz` |
| Most common logic cell in the routed design | `conb_1` |
| Type of the worst min-delay path | `reg -> reg` |
| CTS clock-pin slew for the worst setup and hold paths | `0.03 ns` |
| Pleak | `1.57 nW` |
| Root Driver | `clkbuf_16` |
| Largest net degree at the start of global routing | `11` |
| Via Count | `1,348` |
| Global router's overall resource usage | `3.82%` |
| Top FF cell, synth | `dfrtp_1` |
| Number of port buffers | `4` |
| Result of the run | `finished clean` |
| Final worst path period share | `94.8%` |
| Cell at the slowest stage of the critical path | `dfxtp_1` |
[registers in the layout, summed over array words and instances (netlist names)]
name         count
porta            1
clock_count      3
estado           4
espera           2
num_pessoas      2
[cell families (layout without fill, tap and decap cells)]
kind of cell,count (synthesis),count (layout),share of synthesized area [%]
buffers and inverters,373,18,82.5
AOI/OAI and AO/OA,18,18,3.43
DFF,12,12,8.55
and+or+nand+nor,12,12,1.61
adders and majority gates,8,8,2.99
xor gates and xnor gates,3,3,0.784
other,1,362,0.112
[path summary, 6_finish.rpt]
path                            slack [ns]              startpoint                endpoint
worst max-delay path                  0.05  clock_count[2]$_DFF_P_                  SEG[7]
worst min-delay path                  0.38  clock_count[0]$_DFF_P_  clock_count[0]$_DFF_P_
worst max register to register        0.22  clock_count[0]$_DFF_P_  clock_count[2]$_DFF_P_
worst min register to register        0.38  clock_count[0]$_DFF_P_  clock_count[0]$_DFF_P_
[cells in the mapped netlist (2+ instances only)]
cell / n / share of area [%]
buf_4: 364 / 82
inv_1: 9 / 1.0
dfrtp_1: 8 / 6.0
ha_1: 8 / 3.0
nand2_1: 6 / 0.67
o21ai_0: 5 / 0.75
a21oi_1: 3 / 0.45
dfxtp_1: 3 / 1.8
nand3_1: 2 / 0.30
o22a_1: 2 / 0.52
xnor2_1: 2 / 0.52
[stage by stage]
stage / util, % / hold WS, ns / setup slack (ns) / instance area, um^2
finish: 12.5 / 0.379 / 0.0524 / 2430
global route: 12.5 / 0.395 / 0.0363 / 2430
CTS: 12.5 / 0.386 / 0.0417 / 2430
detailed placement: 12.1 / 0.377 / 0.0225 / 2350
global placement: 12.1 / 0.365 / 0.0224 / 2350
floorplan: - / 0.357 / 0.241 / 4710
[cell type report]
type                            count  share of cell area, %
Clock buffer                        4                   3.24
Multi-Input combinational cell    403                   68.0
Sequential cell                    12                   11.8
Tap cell                          265                   13.6
Inverter                            9                   1.39
Timing Repair Buffer                5                   1.90
[layer usage]
metal	vias to the layer above	track usage, %	share of wire [%]
met4	0	0.584	1.0
li1	592	-	-
met5	-	0	0
met2	164	7.66	55
met3	10	2.30	14
met1	582	3.05	30
[power groups by stage]
stage         clock [mW]  sequential (mW)  combinational, mW
finish             0.632            0.121              0.122
global route       0.656            0.120              0.202
CTS                0.641            0.121              0.159
[timing repair]
item                                    4_1_cts  5_1_grt
endpoints found under the setup margin        1        0
setup buffers                                 0        0
hold buffers                                  0        0
resized                                       1        0
No activity file was given, so power comes from the tool's default toggle rates.
